==> /design/flow/run.sh <==
#!/bin/bash
# OpenROAD 26Q1-2900-gdf79404cd8, Yosys 0.63+post, stock flow scripts
make -C /OpenROAD-flow-scripts/flow DESIGN_CONFIG=/design/flow/config.mk WORK_HOME=/design/flow/orfs finish
==> /design/flow/config.mk <==
export PLATFORM = sky130hd
export DESIGN_NAME = ALU
export DESIGN_NICKNAME = ALU
export VERILOG_FILES = /design/flow/design.v
export SDC_FILE = /design/flow/constraint.sdc
export NUM_CORES = 4
export LEC_CHECK = 1
export CORE_UTILIZATION = 40
==> /design/flow/constraint.sdc <==
current_design ALU

set clk_period 21.8
set clk_io_pct 0.2

create_clock -name clk0 -period $clk_period

set non_clock_inputs [all_inputs -no_clocks]
set_input_delay [expr $clk_period * $clk_io_pct] -clock clk0 $non_clock_inputs
set_output_delay [expr $clk_period * $clk_io_pct] -clock clk0 [all_outputs]
==> /design/flow/design.v <==
module ALU(
    input [31:0] A,
    input [31:0] B,
    input [3:0] ALUop,
    output reg [31:0] Out
);
    always@(*) begin
        case(ALUop)
            4'd0: Out = A + B; 
            4'd1: Out = A - B; 
            4'd2:  Out = ($signed(A) < $signed(B));
            4'd3: Out = A < B; 
            4'd4:  Out = A & B; 
            4'd5:   Out = A | B; 
            4'd6:  Out = A ^ B; 
            4'd7:  Out = {B[15:0], 16'b0}; 
            4'd8:  Out = B << A[4:0]; 
            4'd9:  Out = B >> A[4:0]; 
            4'd10:  Out = $signed(B) >>> A[4:0]; 
            4'd11:  Out = (~A) & (~B); 
            4'd15:  Out = 32'b0;
            default:   Out = 32'b0;
        endcase
    end
endmodule
==> results.py <==
# Auto-generated metrics
metrics = {
    "timing": {
        "worst_hold_slack_ns": 9.62,
        "fmax_mhz": 71.2,
        "final-hold-violation-count": 0,
        "period_needed_ns": 14.05,
        "setup_tns_ns": 0,
        "rsz0062_at_grt": "false",
        "tightestPinTransition_ns": 0.794,
        "slew_violations": 0,
        "setup_viol": 0,
        "maxSlewHeadroom_pct": 46.6,
        "fin_crit_sh_pct": 64.4,
    },
    "layout": {
        "utilization_pct": 46.4,
        "most-common-layout-cells": "nor2_1, nand2_1, o21ai_0",
        "final_common_cell": "nor2_1",
        "syn2layout_area_growth_pct": 12.6,
        "n_fill_cell": 2290,
        "final_cell_count_no_fill": 1678,
        "drive_gt1_share_pct": 5.92,
        "flops": 0,
        "flop_area_um2": 0,
        "clkbuf_count": 0,
        "comb_area_um2": 7980,
    },
    "placed_design": {
        "gp_congestion": 1.02,
        "place_hpwl_mm": 33.5,
        "io_buffers": 100,
        "dp.cells": 1677,
    },
    "power": {
        "swShare_pct": 61.5,
        "finalPower_uw": 260,
        "p_sw_uw": 160,
        "p_int_uw": 100,
        "power_density_nw_per_um2": 26.4,
        "power.leakage_uw": 0.00409,
        "peakVddDrop_mv": 0.0111,
    },
    "worst_hold_path": {
        "hold_class": "in -> out",
    },
    "run_status": {
        "status": "completed",
    },
    "die": {
        "io_pins": 100,
        "die-height_um": 150,
        "fp_util_pct": 41.2,
        "core_um2": 21200,
        "die_x_um": 150,
        "die_area_um2": 22500,
        "rows": 53,
    },
    "logic_synthesis": {
        "yosysChipArea_um2": 8750,
        "synth_seq_share_pct": 0,
        "ys_warn_count": 1,
        "yosysCellCount": 1385,
        "synth_area_um2": 8750,
        "synth_cells": 1385,
        "synth_cell_types": 75,
        "post_synth.cell_area_avg_um2": 6.32,
    },
    "grt": {
        "grt_usage_pct": 39.3,
        "grt_pass1_wl_mm": 64.2,
        "grt_start_max_net_pins": 63,
        "grt_pass1_vias": 10000,
        "overflow": 0,
        "grt_antenna_before_repair": 1,
    },
    "route": {
        "drt-initial-drc-count": 1091,
        "drtAntennaViolNets": 0,
        "drt-total-wl_mm": 43.5,
        "dr.pass1.iters": 5,
        "vias_per_cell": 6.59,
        "drc": 0,
        "routedWlPerCell_um": 25.9,
        "dr_total_vias": 11100,
    },
    "worst_setup_path": {
        "cp.required_ns": 17.44,
        "worstPathArrival_ns": 9.69,
        "endpoint_kind": "output pin",
        "critPathMaxFanout": 52,
        "cpPeakStageDelay_ns": 0.75,
        "crit_path_cell_trace": "buf_2 -> buf_4 -> clkinv_1 -> ha_1 -> nand2b_1 -> a311oi_1 -> a21oi_1 -> a21oi_2 -> o311ai_1 -> a311oi_2 -> o21ai_1 -> a221o_1 -> and3_1 -> or4_1 -> clkdlybuf4s50_1",
        "cp_slowest_cell": "ha_1",
        "cp-start-kind": "primary input",
        "critical_path_class": "in -> out",
    },
    "flow_run": {
        "warnings": 96,
        "drv_cap": 0,
    },
    "clock_network": {
        "post_cts_buffers": 0,
        "cts_hold_buf": 0,
        "cts_resized": 0,
    },
}
==> cell usage after synthesis, types with 24 or more instances <==
cell type,count,area share (%)
a21oi_1,130,7.4
clkbuf_1,83,3.6
ha_1,96,14
inv_1,88,3.8
mux2i_1,45,5.1
mux4_2,26,6.7
nand2_1,158,6.8
nand3_1,24,1.4
nor2_1,166,7.1
nor3_1,31,1.8
o21ai_0,134,7.7
==> worst max-delay path: cells and delay by family <==
family	cells	cell delay [ns]
compound gates	7	2.11
fa+ha+maj	1	0.75
buf+inv	4	1.60
simple gates	3	0.81
==> power by group through the flow <==
stage	combinational, uW	clock (uW)	sequential [uW]
after CTS	254	0	0
after global routing	280	0	0
==> layer usage <==
| layer | GRT usage, % | part of all wire (%) | vias to the layer above |
|---|---|---|---|
| met5 | 2.50 | 0.16 | - |
| met4 | 13.5 | 4.3 | 2 |
| met3 | 5.87 | 8.9 | 77 |
| met2 | 60.7 | 44 | 625 |
| met1 | 55.7 | 43 | 5176 |
| li1 | - | - | 5186 |
==> area by class of cell <==
class              count  share of cell area, %
multi-input cells   1181                   81.0
well taps            275                   3.49
repair buffers       125                   11.8
inverters             96                   3.66
diodes                 1                 0.0254
==> kinds of logic after synthesis <==
family | after synthesis | share of synthesized area [%]
AND-OR/OR-AND | 531 | 39.7
XOR/XNOR | 5 | 0.501
adder cells (fa/ha/maj) | 98 | 14.2
buffers and inverters | 204 | 8.95
multiplexers | 80 | 13.0
AND/OR/NAND/NOR | 467 | 23.6
==> path summary, 6_finish.rpt <==
check | startpoint | endpoint | slack (ns) | cells after the start
setup / recovery | A[4] | Out[27] | 7.75 | 15
hold / removal | A[3] | Out[4] | 9.62 | 4
==> metrics by stage <==
stage	area, um2	worst slack [ns]
after floorplan	8750	8.97
after global placement	9850	8.05
after detailed placement	9850	7.94
after CTS	9850	7.87
after global routing	9850	7.52
final	9850	7.75
No activity file was given, so power comes from the tool's default toggle rates.
