$ cat ./config.mk
export PLATFORM = sky130hd
export DESIGN_NAME = UARTMap
export DESIGN_NICKNAME = UARTMap
export VERILOG_FILES = /design/flow/design.v
export SDC_FILE = /design/flow/constraint.sdc
export NUM_CORES = 4
export LEC_CHECK = 1
export CORE_UTILIZATION = 50
$ cat ./constraint.sdc
current_design UARTMap

set clk_period 3.9
set clk_io_pct 0.2

create_clock -name clk0 -period $clk_period [get_ports {clk}]

set non_clock_inputs [all_inputs -no_clocks]
set_input_delay [expr $clk_period * $clk_io_pct] -clock clk0 $non_clock_inputs
set_output_delay [expr $clk_period * $clk_io_pct] -clock clk0 [all_outputs]
$ cat ./design.v
module	IORegister(Clock, Reset, Set, Enable, In, Out);
	parameter				Width = 				32,
							Initial =				{Width{1'bx}},
							AsyncReset =			0,
							AsyncSet =				0,
							ResetValue =			{Width{1'b0}},
							SetValue =				{Width{1'b1}};
	input					Clock, Enable, Reset, Set;
	input	[Width-1:0]		In;
	output reg [Width-1:0]	Out =					Initial  ;
	generate if (AsyncReset) begin:AR
		if (AsyncSet) begin:AS
			always @ (posedge Clock or posedge Reset or posedge Set) begin
				if (Reset) Out <=					ResetValue;
				else if (Set) Out <=				SetValue;
				else if (Enable) Out <=				In;
			end
		end else begin:SS
			always @ (posedge Clock or posedge Reset) begin
				if (Reset) Out <=					ResetValue;
				else if (Set) Out <=				SetValue;
				else if (Enable) Out <=				In;
			end
		end
	end else begin:SR
		if (AsyncSet) begin:AS
			always @ (posedge Clock or posedge Set) begin
				if (Reset) Out <=					ResetValue;
				else if (Set) Out <=				SetValue;
				else if (Enable) Out <=				In;
			end
		end else begin:SS
			always @ (posedge Clock) begin
				if (Reset) Out <=					ResetValue;
				else if (Set) Out <=				SetValue;
				else if (Enable) Out <=				In;
			end
		end
	end endgenerate
endmodule
module UART(
  input   Clock,
  input   Reset,
  input   [7:0] DataIn,
  input         DataInValid,
  output        DataInReady,
  output  [7:0] DataOut,
  output        DataOutValid,
  input         DataOutReady,
  input         SIn,
  output        SOut
);
  parameter ClockFreq =                   50_000_000;
  parameter BaudRate  =                   115_200;
  wire      SOutInt, SInInt;
  IORegister            #(.Width(         1),
                          .Initial(       1'b1))
                    txreg(.Clock(         Clock),
                          .Reset(         1'b0),
                          .Set(           Reset),
                          .Enable(        1'b1),
                          .In(            SOutInt),
                          .Out(           SOut)),
                    rxreg(.Clock(         Clock),
                          .Reset(         1'b0),
                          .Set(           Reset),
                          .Enable(        1'b1),
                          .In(            SIn),
                          .Out(           SInInt));
  UATransmit           #( .ClockFreq(     ClockFreq),
                          .BaudRate(      BaudRate))
              uatransmit( .Clock(         Clock),
                          .Reset(         Reset),
                          .DataIn(        DataIn),
                          .DataInValid(   DataInValid),
                          .DataInReady(   DataInReady),
                          .SOut(          SOutInt));
  UAReceive            #( .ClockFreq(     ClockFreq),
                          .BaudRate(      BaudRate))
               uareceive( .Clock(         Clock),
                          .Reset(         Reset),
                          .DataOut(       DataOut),
                          .DataOutValid(  DataOutValid),
                          .DataOutReady(  DataOutReady),
                          .SIn(           SInInt));
endmodule
module UARTMap (
               input  clk,
               input  reset,
               input  RX,
               input memRdE, 
               input memWrtE, 
               input  [31:0] rtd,
               input  [31:0] memAddrE,
               input  [31:0] memAddrM,
               input memRdM,               
               output TX,
               output [31:0] encodedDataM
);
    wire [7:0] DataIn;
    wire DataInValid;
    wire DataOutReady;
    wire DataInReady;
    wire [7:0] DataOut;
    wire DataOutValid;
    reg [31:0] tmp;
    assign DataIn = rtd[7:0];
    assign DataInValid  =  (memAddrE == 32'h80000008) && (memWrtE == 1) && (reset == 0);
    assign DataOutReady =  (memAddrE == 32'h8000000c) && (memRdE == 1)  && (reset == 0);     
    assign encodedDataM = tmp;
    UART UART(
    	.Clock(clk),
    	.Reset(reset),
    	.DataIn(DataIn),
    	.DataInValid(DataInValid),
    	.DataInReady(DataInReady),
    	.DataOut(DataOut),
    	.DataOutValid(DataOutValid),
    	.DataOutReady(DataOutReady),
    	.SIn(RX),
    	.SOut(TX)
    );
    always @(posedge clk) begin
        if(reset)
            tmp <= 0;
        else if( (memAddrM == 32'h80000000) && (memRdM == 1))
            tmp <= {24'b0, DataInReady};
        else if( (memAddrM == 32'h80000004) && (memRdM == 1))
            tmp <= {24'b0, DataOutValid};
        else if( (memAddrM == 32'h8000000c) && (memRdM == 1))
            tmp <= { {24{DataOut[7]}}, DataOut}; 
        else
            tmp <= 0;
    end
endmodule
module UAReceive(
  input   Clock,
  input   Reset,
  output  [7:0] DataOut,
  output        DataOutValid,
  input         DataOutReady,
  input         SIn
);
  function integer log2;
  input integer x;
  begin
    x = x-1;
    for (log2 = 0; x > 0; log2 = log2 + 1)
      x = x >> 1;
  end
endfunction
  parameter   ClockFreq         =   100_000_000;
  parameter   BaudRate          =   115_200;
  localparam  SymbolEdgeTime    =   ClockFreq / BaudRate;
  localparam  SampleTime        =   SymbolEdgeTime / 2;
  localparam  ClockCounterWidth =   log2(SymbolEdgeTime);
  wire                            SymbolEdge;
  wire                            Sample;
  wire                            Start;
  wire                            RXRunning;
  reg     [9:0]                   RXShift;
  reg     [3:0]                   BitCounter;
  reg     [ClockCounterWidth-1:0] ClockCounter;
  reg                             HasByte;
  assign  SymbolEdge   = (ClockCounter == SymbolEdgeTime - 1);
  assign  Sample        = ClockCounter == SampleTime;
  assign  Start         = !SIn && !RXRunning;
  assign  RXRunning     = BitCounter != 4'd0;
  assign  DataOut = RXShift[8:1];
  assign  DataOutValid = HasByte && !RXRunning;
  always @ (posedge Clock) begin
    ClockCounter <= (Start || Reset || SymbolEdge) ? 0 : ClockCounter + 1;
  end
  always @ (posedge Clock) begin
    if (Reset) begin
      BitCounter <= 0;
    end else if (Start) begin
      BitCounter <= 10;
    end else if (SymbolEdge && RXRunning) begin
      BitCounter <= BitCounter - 1;
    end
  end
  always @(posedge Clock) begin
    if (Sample && RXRunning) RXShift <= {SIn, RXShift[9:1]};
  end
  always @ (posedge Clock) begin
    if (Reset) HasByte <= 1'b0;
    else if (BitCounter == 1 && SymbolEdge) HasByte <= 1'b1;
    else if (DataOutReady) HasByte <= 1'b0;
  end
endmodule
module UATransmit(
  input   Clock,
  input   Reset,
  input   [7:0] DataIn,
  input         DataInValid,
  output        DataInReady,
  output        SOut
);
  function integer log2;
  input integer x;
  begin
    x = x-1;
    for (log2 = 0; x > 0; log2 = log2 + 1)
      x = x >> 1;
  end
endfunction
  parameter   ClockFreq         =   100_000_000;
  parameter   BaudRate          =   115_200;
  localparam  SymbolEdgeTime    =   ClockFreq / BaudRate;
  localparam  ClockCounterWidth =   log2(SymbolEdgeTime);
   wire SymbolEdge;
   wire Start;
   wire TXRunning;
   reg [3:0] BitCounter;
   reg [9:0] TXShift;
   reg dout;
   reg [ClockCounterWidth-1:0] ClockCounter;
   assign SymbolEdge = (ClockCounter == SymbolEdgeTime - 1);
   assign Start = DataInValid && !TXRunning;
   assign TXRunning = BitCounter != 4'd10;
   assign DataInReady = !TXRunning;
   assign SOut = dout;
   always @ (posedge Clock) begin
      ClockCounter <= (Start || Reset || SymbolEdge) ? 0 : ClockCounter + 1;
   end
    always @ (posedge Clock) begin
        if (Reset) begin
	       BitCounter <= 10;
        end else if (Start) begin
	       BitCounter <= 0;
        end else if (SymbolEdge && TXRunning) begin
	       BitCounter <= BitCounter + 1;
	       dout <= TXShift[BitCounter]; 
        end
    end
    always @(posedge Clock) begin
        if (Start) TXShift <= {1'b1, DataIn, 1'b0};
    end
endmodule
$ cat ./run.sh
#!/bin/bash
# OpenROAD 26Q1-2900-gdf79404cd8, Yosys 0.63+post, stock flow scripts
make -C /OpenROAD-flow-scripts/flow DESIGN_CONFIG=/design/flow/config.mk WORK_HOME=/design/flow/orfs finish
==> notes.md <==
yosys + openroad results -> deepest clock path buffer count 2, post-route cell area 3700 µm², Latency at later pin 300 ps, # hold bufs at CTS 0, headroom to the max-slew limit 39.3%, largest net degree at the start of global routing 26, measured slew at the worst slew-check pin 904 ps, Clock Sinks 55, pre-CTS setup slack 862 ps, R2R Path Start UART.uatransmit.BitCounter[0]$_SDFFE_PP0P_, global-route wire length before repair 8240 µm, Max VDD drop 0.199 mV, vias per cell 5.05, Area after DPL 3610 µm², Max Clock Skew 4.78 ps, Post-DRT Antenna Nets 0, PostCTS Resize Cnt 0, most frequent cells in the layout 110 x clkdlybuf4s50_1, 37 x dfxtp_1, 18 x edfxtp_1, 18 x nor2_1, 13 x xor2_1, TritonCTS clock tree yes, Crit. End Element flop, drt drc 0, critical path class input port to flop, WL per Instance 12.9 µm, EDFF count, synth 18, startpoint types input port, Die Ht 74.2 µm, Final Wtd Congestion 0.866, Core Rows 25, crit path from memAddrE[22], # Cells Yosys 240, number of global-route vias before repair 1864, Post-CTS Setup Bufs 0, worst min path class flop to flop, Post-Syn Instances 240, Synth Flop Type dfxtp_1, final setup fails 0, FP Core Util 53.4%, distinct lib cells 45, tool warnings 55, WP data required 4090 ps, CTS Buf Count 5, Initial DRC Count 58, critical path arrival 2900 ps, final hold vios 0, core footprint 4880 µm², Fmax 370 MHz, # fillers 348, DIE WIDTH 74.2 µm, Pleak 1.29 nW, Final Max Slew Viols 0, Sequential Area 1280 µm², final WL 5160 µm, syn avg cell area 10.8 µm², unrepaired setup endpoints after global routing false, worst setup margin 1190 ps, Top Ports 135, hold slack 426 ps, layout cells sized above 1 9.58%, vias post-DR 2026, status complete, no violations, max-capacitance violation count 0, Pre-antenna DRT Iters 4, min-delay src UART.uareceive.RXShift[9]$_DFFE_PP_, H-tree Lvls 2, crit-path max FO 15, flops & latches, synth 55, antenna violations before repair 0, global-route usage over all layers 20.2%, total power per unit cell area 278 nW/µm², min cycle time layout 2710 ps, cycle use final 69.4%, setup_tns 0 ps, logic area 1100 µm², clock slew at reported path FFs 100 ps, gr ovfl total 0, ys async rst share 0%, synthesized area 2600 µm², Top cell excl fill/tap clkdlybuf4s50_1, CTS root buf clkbuf_8, die area 5500 µm², final core area utilization 75.8%, area reported by Yosys stat 2600 µm², Synth warnings 4, P&R area growth vs syn 42.1%, DP HPWL 4090 µm, Post-synth seq share 49.2%, n_diodes 0, PortBufs 110
## report_power, final
group / internal (mW) / switching [mW]
clock network: 0.125 / 0.180
logic: 0.0838 / 0.0336
registers: 0.596 / 0.00910
total: 0.805 / 0.222
## critical path, stage by stage
cell and delay [ps]:
clkdlybuf4s50_1 400, nor4_1 310, nand4_1 220, nor4_4 830
buf_4 300, nor3_2 60
## state kept, by name (all words and copies together), names as in the netlist, 4 cells and up
name / flops
UART.uatransmit.ClockCounter: 9
UART.uatransmit.BitCounter: 4
UART.uatransmit.TXShift: 8
UART.uareceive.BitCounter: 4
UART.uareceive.ClockCounter: 9
tmp: 8
UART.uareceive.RXShift: 9
## per-layer routing
layer / global-route usage (%) / wire length, µm / up-vias
li1: - / - / 1028
met1: 29.0 / 2210 / 886
met2: 34.2 / 2390 / 106
met3: 4.12 / 499 / 6
met4: 2.14 / 58 / 0
met5: 0 / 0 / -
## final cells by class
class	instances	share of cell area, %
clock buffer	5	1.86
tap	67	2.27
multi-input combinational	152	29.7
timing repair buffer	113	30.4
inverter	6	0.609
clock inverter	3	0.541
sequential	55	34.6
## logic make-up after synthesis
logic type	after synthesis	share of synthesized area [%]
xor gates and xnor gates	17	5.72
adders and majority gates	9	4.32
muxes	2	1.25
and+or+nand+nor	108	26.9
buffers and inverters	33	8.55
AOI/OAI and AO/OA	16	4.04
DFF	55	49.2
## cells in the mapped netlist, drive strengths merged (2+ instances only)
| cell | count | area (µm²) |
|---|---|---|
| dfxtp | 37 | 741 |
| buf | 27 | 200 |
| edfxtp | 18 | 541 |
| nor2 | 18 | 67.6 |
| nor3 | 17 | 130 |
| nor4 | 13 | 115 |
| xor2 | 13 | 114 |
| nand2 | 10 | 37.5 |
| nand3 | 10 | 50.1 |
| nand4 | 10 | 62.6 |
| ha | 9 | 113 |
| and2 | 7 | 43.8 |
| inv | 6 | 22.5 |
| a21oi | 5 | 25.0 |
| and3 | 5 | 31.3 |
| nor4b | 4 | 47.6 |
| xnor2 | 4 | 35.0 |
| a211oi | 2 | 15.0 |
| and4 | 2 | 17.5 |
| nand3b | 2 | 15.0 |
| nor3b | 2 | 20.0 |
| o21ai | 2 | 10.0 |
| or2 | 2 | 12.5 |
| or3 | 2 | 12.5 |
## per-stage QoR
stage	cells	total power, mW
CTS	401	1.04
detailed placement	393	0.736
finish	401	1.03
global placement	393	0.735
floorplan	240	0.648
global route	401	1.07
## path summary, 6_finish.rpt
kind	end	slack (ps)	depth (start not counted)
max	UART.uatransmit.ClockCounter[4]$_SDFF_PP0_	1190	6
min reg2reg	UART.uareceive.RXShift[8]$_DFFE_PP_	430	0
min	UART.uareceive.RXShift[8]$_DFFE_PP_	430	0
max reg2reg	UART.uatransmit.ClockCounter[4]$_SDFF_PP0_	1730	6
Power is estimated from default activity; no workload was simulated.
