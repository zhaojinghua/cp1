[flow/run.sh]
#!/bin/bash
# OpenROAD 26Q1-2900-gdf79404cd8, Yosys 0.63+post, stock flow scripts
make -C /OpenROAD-flow-scripts/flow DESIGN_CONFIG=/design/flow/config.mk WORK_HOME=/design/flow/orfs finish
[flow/config.mk]
export PLATFORM = sky130hd
export DESIGN_NAME = RegFile
export DESIGN_NICKNAME = RegFile
export VERILOG_FILES = /design/flow/design.v
export SDC_FILE = /design/flow/constraint.sdc
export NUM_CORES = 4
export LEC_CHECK = 1
export CORE_UTILIZATION = 40
[flow/constraint.sdc]
current_design RegFile

set clk_period 5.9
set clk_io_pct 0.2

create_clock -name clk0 -period $clk_period [get_ports {clk}]

set non_clock_inputs [all_inputs -no_clocks]
set_input_delay [expr $clk_period * $clk_io_pct] -clock clk0 $non_clock_inputs
set_output_delay [expr $clk_period * $clk_io_pct] -clock clk0 [all_outputs]
[flow/design.v]
module RegFile(input clk,
               input we,
               input  [4:0] ra1, 
               input  [4:0] ra2, 
               input  [4:0] wa,
               input  [31:0] wd,
               output [31:0] rd1, 
               output [31:0] rd2);
    (* ram_style = "distributed" *) reg [31:0] register[0:31];
    assign rd1 = (ra1 != 0) ? register[ra1] : 0;
    assign rd2 = (ra2 != 0) ? register[ra2] : 0;
    always @(posedge clk) begin
        if (we && (wa != 0)) 
            register[wa] <= wd;
    end
endmodule
==> impl_metrics.csv <==
group,metric,value,unit
layout,largest_reg_flops,1024,
layout,combGateArea,16400,um2
clock_network,htree_num_levels,3,
yosys,netlist-cell-type-count,39,
grt,met1_usage,31.46,%
yosys,synth_area,47900,um2
routing,ant_nets,0,
grt,grt_max_degree,75,
worst_setup_path,startpoint_type,"input pin",
layout,syn2layout_area_growth,15.66,%
layout,fill_cells,9636,
floorplan,die_x,348.1,um
clock_network,tritoncts,"done",
sta,finalSetupTns,0,ps
place,gp_congestion,0.8761,
sta,period_used_share,90.03,%
yosys,synthFlopType,"edfxtp_1",
layout,final_layout_size_suffix_gt1_share,27.56,%
layout,layout_top_cells,"1024 x edfxtp_1, 320 x mux2i_1, 316 x mux4_2, 129 x buf_4, 111 x clkbuf_16",
floorplan,core-area,118400,um2
min_path,hp-class,"in2reg",
sta,fmax,188.3,MHz
routing,wl_per_cell,35.23,um
place,place.detailed.hpwl,89370,um
grt,antenna_found_initial,3,
sta,slew_violations,0,
layout,largestRegisters,"register x1024",
power_and_ir_drop,ir_drop,0.0002399,V
yosys,async_reset_ff_share,0,%
clock_network,cts_buffers,108,
grt,grt_overflow_total,0,
sta,finalHoldViolCount,0,
yosys,ys_area,47900,um2
yosys,syn_inst,2564,
worst_setup_path,worstSetupPathType,"in2out",
place,io_buffers,112,
grt,grt_pass1_wl,222500,um
clock_network,post_cts_buffers,0,
clock_network,root_buffer,"clkbuf_16",
layout,regArea,30750,um2
power_and_ir_drop,power_density,300.0,nW/um2
clock_network,cts-hold-fix-buffers,0,
yosys,synth_seq_share,64.19,%
floorplan,chipArea,121100,um2
floorplan,fp_util,40.46,%
worst_setup_path,end_kind,"primary output",
clock_network,clock-sinks,1024,
worst_setup_path,cp.arrival,4130,ps
routing,vias_per_cell,6.348,
routing,drt-initial-drc-count,1897,
floorplan,num_rows,126,
yosys,yosys_warnings,1,
layout,layout_top_cell,"edfxtp_1",
routing,wirelength,156600,um
run,drv_cap,0,
sta,rsz0062_at_grt,"false",
yosys,avgSynthCellArea,18.68,um2
grt,gr-usage-met3,24.60,%
run,warnings,26,
routing,vias,28220,
grt,grtUsageMet2,40.39,%
power_and_ir_drop,fin_total_pwr,16620,uW
yosys,ys_cells,2564,
yosys,edf_count,1024,
grt,gr-max-usage-layer,"met2",
clock_network,cts_max_path_buffers,3,
worst_setup_path,worst-path-max-fanout,52,
sta,tightest_slew,1013,ps
floorplan,die_y,348.1,um
power_and_ir_drop,p_leak,0.01799,uW
grt,grt.total_usage,28.56,%
sta,period_minus_slack,5312,ps
grt,grt_pass1_vias,31520,
clock_network,clkTransAtPathRegs,60,ps
routing,dr.pass1.iters,5,
yosys,ys.flops,1024,
sta,setup_viol,0,
clock_network,cts_resized,0,
floorplan,io_pins,113,
worst_setup_path,critPathRequiredTime,4720,ps
layout,regMostFlops,"register",
outcome,run_status,"completed",
routing,drcViolationCount,0,
sta,maxSlewHeadroom,32.25,%
routing by layer:
layer | wire [um] | vias to the layer above
met1 | 47490 | 14110
li1 | - | 11420
met5 | 631 | -
met3 | 30870 | 397
met2 | 70800 | 2282
met4 | 6844 | 19
area by class of cell:
| cell class | instances | area share, % |
|---|---|---|
| repair buffers | 268 | 4.778 |
| flip-flops and latches | 1024 | 55.50 |
| multi-input cells | 1354 | 29.60 |
| diodes | 1 | 0.004516 |
| inverters | 2 | 0.01581 |
| clock inverters | 74 | 1.400 |
| clock buffers | 123 | 5.095 |
| well taps | 1600 | 3.613 |
cell usage after synthesis, drive strengths merged (37+ instances only):
library cell  number  area share (%)
o21ai             54            0.56
a22oi             64             1.0
a221oi            54             1.2
o221ai            64             1.2
nor2b             37            0.48
edfxtp          1024              64
clkbuf           100            0.79
nor2              37            0.30
nand2             85            0.67
mux2i            320             6.7
a211oi            64             1.1
mux2              64             1.5
mux4             352              17
buf              115             1.6
report_power, final:
group / switching, uW / internal (uW) / leakage, uW
combinational: 864 / 649 / 0.00700
sequential: 44.4 / 8120 / 0.00925
clock: 2840 / 4110 / 0.00175
total: 3750 / 12900 / 0.0180
worst max-delay path, stage by stage:
cell and delay (ps):
buf_8 390, or3b_2 840, o221ai_1 300, a21oi_1 90
a211oi_1 650, clkdlybuf4s50_1 600
path summary, 6_finish.rpt:
check,startpoint,end,slack [ps],cells past startpoint
setup / recovery,ra2[2],rd2[0],590,6
hold / removal,wd[30],register[0][30],1310,2
stage by stage:
step / setup slack [ps] / utilization, % / hold slack (ps) / instance area (um2) / std cells
after floorplan: 2130 / - / 1279 / 48020 / 2595
final: 588.1 / 46.80 / 1309 / 55410 / 4446
after global routing: 483.3 / 46.80 / 1322 / 55410 / 4446
after CTS: 557.2 / 46.80 / 1283 / 55400 / 4445
after detailed placement: 552.1 / 43.76 / 2011 / 51810 / 4248
after global placement: 595.1 / 43.76 / 2004 / 51810 / 4248
logic make-up (layout without fill, tap and decap cells):
family          after synthesis  in the layout  share of synthesized area, %
other cells                   1             33                      0.007828
mux                         736            736                         25.02
compound gates              374            374                         6.154
buf+inv                     217            467                         2.445
simple gates                212            212                         2.184
flops                      1024           1024                         64.19
Power is estimated from default activity; no workload was simulated.
